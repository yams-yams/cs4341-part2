**design.v**
```verilog
module OpMux(channels, select, b);
parameter chansize=64;
input [15:0][chansize-1:0] channels;
input [15:0]      select;
output      [63:0] b;
	assign b = ({chansize{select[15]}} & channels[15]) | 
                   ({chansize{select[14]}} & channels[14]) |
                   ({chansize{select[13]}} & channels[13]) |
                   ({chansize{select[12]}} & channels[12]) |
                   ({chansize{select[11]}} & channels[11]) |
                   ({chansize{select[10]}} & channels[10]) |
                   ({chansize{select[ 9]}} & channels[ 9]) | 
                   ({chansize{select[ 8]}} & channels[ 8]) |
                   ({chansize{select[ 7]}} & channels[ 7]) |
                   ({chansize{select[ 6]}} & channels[ 6]) |
                   ({chansize{select[ 5]}} & channels[ 5]) |  
                   ({chansize{select[ 4]}} & channels[ 4]) |  
                   ({chansize{select[ 3]}} & channels[ 3]) |  
                   ({chansize{select[ 2]}} & channels[ 2]) |  
                   ({chansize{select[ 1]}} & channels[ 1]) |  
                   ({chansize{select[ 0]}} & channels[ 0]) ;
endmodule
```
**run.sh**
```bash
#!/bin/bash
# OpenROAD 26Q1-2900-gdf79404cd8, Yosys 0.63+post, stock flow scripts
make -C /OpenROAD-flow-scripts/flow DESIGN_CONFIG=/design/flow/config.mk WORK_HOME=/design/flow/orfs finish
```
**config.mk**
```make
export PLATFORM = sky130hd
export DESIGN_NAME = OpMux
export DESIGN_NICKNAME = OpMux
export VERILOG_FILES = /design/flow/design.v
export SDC_FILE = /design/flow/constraint.sdc
export NUM_CORES = 4
export LEC_CHECK = 1
export CORE_AREA = 10 10 424 424
export DIE_AREA = 0 0 434 434
```
**constraint.sdc**
```tcl
current_design OpMux

set clk_period 1.4
set clk_io_pct 0.2

create_clock -name clk0 -period $clk_period

set non_clock_inputs [all_inputs -no_clocks]
set_input_delay [expr $clk_period * $clk_io_pct] -clock clk0 $non_clock_inputs
set_output_delay [expr $clk_period * $clk_io_pct] -clock clk0 [all_outputs]
```
==> results.tsv <==
metric	value	unit
outcome	finished with violations	
violations	negative setup slack	
coreArea	0.1698	mm^2
hpwl	202500	um
cap_violations	0	
endpoint	b[54]	
totalWireLength	222300	um
fp_util	3.366	%
ys_cells	688	
warning_count	34	
ys_seq_share	0	%
max_stage_delay	0.52	ns
top_area_share	39.22	%
syn-cell-area	0.005717	mm^2
crit_path_cell_trace	buf_16, buf_6, a22o_4, a221oi_4, nand4_1, buf_2	
critical_path_buf_inv_count	3	
synth_cells	688	
dp.cells	4115	
ios	1104	
syn_area_per_cell	8.309	um^2
rsz0062_at_grt	true	
fin_crit	2.297	ns
cp_data_arrival_time	2.02	ns
cp-end-kind	output port	
cp_slowest_cell	nand4_1	
fillers	18890	
die-height	434	um
post-route-period-util	164.1	%
via_count	17010	
antenna_violating_nets_post_route	0	
gp_congestion	1.137	
grt_usage	22.54	%
synth.area.top_cells	a221oi_1 (39%), a22o_1 (39%), buf_6 (10%)	
rows	151	
p_leak	8.581	nW
worst_setup_path_startpoint	select[15]	
drive_above_1_share	30.75	%
setup_viol	64	
max_freq	0.4354	GHz
cts_hold_buffers	0	
synthDistinctLibCells	9	
synth.cells.most_frequent	a221oi_1 (256), a22o_1 (256), nand4_1 (64), buf_6 (51), clkbuf_1 (33)	
viasPerCell	3.902	
nClkBuffers	0	
top_area_cell	a221oi_1	
grt_pass1_wl	251500	um
drv_slew	0	
die_w	434	um
place_ws	-1.675	ns
worstSetupPathDepth	6	
final_hold_viol_count	0	
chip_area	0.1884	mm^2
seq_cells	0	
first_global_vias	15150	
crit_path_max_fanout	8	
worst_slew_pin_slew	0.6529	ns
setup_ws	-0.8969	ns
area_growth	328.7	%
drc	0	
final_cells	4359	
fin_util	14.43	%
hold_path.class	in -> out	
yosys_warnings	0	
antenna_found_initial	420	
max-vdd-ir-drop	0.1560	mV
place.port_buffers	1104	
max-slew-margin-rel	56.48	%
gr-total-overflow	0	
dr.pass1.iters	5	
drt-initial-drc-count	1749	
path_class	in -> out	
cp_data_required_time	1.12	ns
cpLargestDelayFamily	AND-OR/OR-AND gates	
cp-start-kind	primary input	
ys_area	0.005717	mm^2
power_density	332.4	mW/mm^2
seq_area	0	um^2
routedWlPerCell	51.00	um
grt_max_degree	40	
[per-stage QoR]
step / hold slack, ns / cell area [um^2] / TNS (ns) / total power, mW
finish: 1.086 / 24500 / -37.31 / 8.145
global route: 1.090 / 24340 / -38.14 / 8.310
CTS: 1.090 / 23670 / -34.92 / 7.914
detailed placement: 1.265 / 20580 / -73.25 / 6.628
global placement: 1.277 / 20580 / -73.44 / 6.606
floorplan: 0.6449 / 5717 / 0 / 1.506
[layout make-up]
type               instances  area [um^2]  share of cell area (%)
repair buffers          1385        14040                   57.31
multi-input cells        576         7236                   29.53
diodes                   180        450.4                   1.838
well taps               2218         2775                   11.32
[where the power goes]
part	switching [mW]	total [mW]	leakage, nW	internal [mW]
combinational	3.61	8.15	8.58	4.54
clock	0	0.0000174	0.00114	0.0000174
sequential	0	0	0	0
[tightest hold or removal path, stage by stage]
cell      delay [ns]
buf_12          0.16
a221oi_4        0.12
nand4_1         0.06
buf_2           0.13
[layout by cell type (no fill, tap or decap), drive strengths merged]
cell / instances
a221oi: 256
dlygate4sd2: 116
nand4: 64
bufbuf: 1
dlymetal6s2s: 13
diode: 180
clkdlybuf4s50: 891
buf: 360
clkdlybuf4s15: 1
a22o: 256
clkbuf: 3
[per-layer routing]
layer  global-route usage [%]  vias to the layer above  part of all wire [%]
met3                    14.84                      755                    15
met4                    11.40                      244                   6.7
met2                    38.10                     1846                    48
met1                    20.51                     7977                    29
met5                   0.8451                        -                  0.82
li1                         -                     6188                     -
[kinds of logic (layout without fill, tap and decap cells)]
kind of cell           after synthesis  count (layout)  share of synthesized area [%]
AND-OR/OR-AND                      512             512                          78.44
buffers and inverters              112            1385                          14.55
AND/OR/NAND/NOR                     64              64                          7.004
other                                0             180                              0
[worst min path at each step]
stage	cells past startpoint	end	start
final	4	b[18]	select[9]
after global routing	4	b[18]	select[9]
after CTS	4	b[18]	select[9]
[what timing repair did]
item | in CTS | in global routing
setup buffers | 42 | 20
gates cloned | 10 | 1
pin swaps | 116 | 73
gates resized | 747 | 70
endpoints found under the setup margin | 64 | 64
No activity file was given, so power comes from the tool's default toggle rates.
