==> flow/design.v <==
module FullAdder(A,B,C,carry,sum);
	input A;
	input B;
	input C;
	output carry;
	output sum;
	wire A;
	wire B;
	wire C;
	reg carry;
	reg sum;
always@(*) 
  begin
	  sum= A^B^C;
	  carry= ((A^B)&C)|(A&B);  
  end
endmodule
module AddSub(inputA,inputB,mode,sum,carry,overflow);
    input [31:0] inputA;
    input [31:0] inputB;
    input mode;
    output [63:0] sum;
    output carry;
    output overflow;
    wire [31:0] inputA;
    wire [31:0] inputB;
    wire mode;
    reg carry;
    reg overflow;
    wire c0;  
    wire b0,b1,b2,b3,b4,b5,b6,b7,b8,b9,b10,b11,b12,b13,b14,b15,b16,b17,b18,b19,b20,b21,b22,b23,b24,b25,b26,b27,b28,b29,b30,b31;  
    wire c1,c2,c3,c4,c5,c6,c7,c8,c9,c10,c11,c12,c13,c14,c15,c16,c17,c18,c19,c20,c21,c22,c23,c24,c25,c26,c27,c28,c29,c30,c31,c32; 
    assign c0=mode; 
    assign b0 = inputB[0] ^ mode;
    assign b1 = inputB[1] ^ mode;
    assign b2 = inputB[2] ^ mode;
    assign b3 = inputB[3] ^ mode;
    assign b4 = inputB[4] ^ mode;
    assign b5 = inputB[5] ^ mode;
    assign b6 = inputB[6] ^ mode;
    assign b7 = inputB[7] ^ mode;
    assign b8 = inputB[8] ^ mode;
    assign b9 = inputB[9] ^ mode;
    assign b10 = inputB[10] ^ mode;
    assign b11 = inputB[11] ^ mode;
    assign b12 = inputB[12] ^ mode;
    assign b13 = inputB[13] ^ mode;
    assign b14 = inputB[14] ^ mode;
    assign b15 = inputB[15] ^ mode;
    assign b16 = inputB[16] ^ mode;
    assign b17 = inputB[17] ^ mode;
    assign b18 = inputB[18] ^ mode;
    assign b19 = inputB[19] ^ mode;
    assign b20 = inputB[20] ^ mode;
    assign b21 = inputB[21] ^ mode;
    assign b22 = inputB[22] ^ mode;
    assign b23 = inputB[23] ^ mode;
    assign b24 = inputB[24] ^ mode;
    assign b25 = inputB[25] ^ mode;
    assign b26 = inputB[26] ^ mode;
    assign b27 = inputB[27] ^ mode;
    assign b28 = inputB[28] ^ mode;
    assign b29 = inputB[29] ^ mode;
    assign b30 = inputB[30] ^ mode;
    assign b31 = inputB[31] ^ mode;
    FullAdder FA0(inputA[0],b0,  c0,c1,sum[0]);
    FullAdder FA1(inputA[1],b1,  c1,c2,sum[1]);
    FullAdder FA2(inputA[2],b2,  c2,c3,sum[2]);
    FullAdder FA3(inputA[3],b3,  c3,c4,sum[3]);
    FullAdder FA4(inputA[4],b4,  c4,c5,sum[4]);
    FullAdder FA5(inputA[5],b5,  c5,c6,sum[5]);
    FullAdder FA6(inputA[6],b6,  c6,c7,sum[6]);
    FullAdder FA7(inputA[7],b7,  c7,c8,sum[7]);
    FullAdder FA8(inputA[8],b8,  c8,c9,sum[8]);
    FullAdder FA9(inputA[9],b9,  c9,c10,sum[9]);
    FullAdder FA10(inputA[10],b10,  c10,c11,sum[10]);
    FullAdder FA11(inputA[11],b11,  c11,c12,sum[11]);
    FullAdder FA12(inputA[12],b12,  c12,c13,sum[12]);
    FullAdder FA13(inputA[13],b13,  c13,c14,sum[13]);
    FullAdder FA14(inputA[14],b14,  c14,c15,sum[14]);
    FullAdder FA15(inputA[15],b15,  c15,c16,sum[15]);
    FullAdder FA16(inputA[16],b16,  c16,c17,sum[16]);
    FullAdder FA17(inputA[17],b17,  c17,c18,sum[17]);
    FullAdder FA18(inputA[18],b18,  c18,c19,sum[18]);
    FullAdder FA19(inputA[19],b19,  c19,c20,sum[19]);
    FullAdder FA20(inputA[20],b20,  c20,c21,sum[20]);
    FullAdder FA21(inputA[21],b21,  c21,c22,sum[21]);
    FullAdder FA22(inputA[22],b22,  c22,c23,sum[22]);
    FullAdder FA23(inputA[23],b23,  c23,c24,sum[23]);
    FullAdder FA24(inputA[24],b24,  c24,c25,sum[24]);
    FullAdder FA25(inputA[25],b25,  c25,c26,sum[25]);
    FullAdder FA26(inputA[26],b26,  c26,c27,sum[26]);
    FullAdder FA27(inputA[27],b27,  c27,c28,sum[27]);
    FullAdder FA28(inputA[28],b28,  c28,c29,sum[28]);
    FullAdder FA29(inputA[29],b29,  c29,c30,sum[29]);
    FullAdder FA30(inputA[30],b30,  c30,c31,sum[30]);
    FullAdder FA31(inputA[31],b31,  c31,c32,sum[31]);
    assign sum[32] = 1'b0 ^ mode;
    assign sum[33] = 1'b0 ^ mode;
    assign sum[34] = 1'b0 ^ mode;
    assign sum[35] = 1'b0 ^ mode;
    assign sum[36] = 1'b0 ^ mode;
    assign sum[37] = 1'b0 ^ mode;
    assign sum[38] = 1'b0 ^ mode;
    assign sum[39] = 1'b0 ^ mode;
    assign sum[40] = 1'b0 ^ mode;
    assign sum[41] = 1'b0 ^ mode;
    assign sum[42] = 1'b0 ^ mode;
    assign sum[43] = 1'b0 ^ mode;
    assign sum[44] = 1'b0 ^ mode;
    assign sum[45] = 1'b0 ^ mode;
    assign sum[46] = 1'b0 ^ mode;
    assign sum[47] = 1'b0 ^ mode;
    assign sum[48] = 1'b0 ^ mode;
    assign sum[49] = 1'b0 ^ mode;
    assign sum[50] = 1'b0 ^ mode;
    assign sum[51] = 1'b0 ^ mode;
    assign sum[52] = 1'b0 ^ mode;
    assign sum[53] = 1'b0 ^ mode;
    assign sum[54] = 1'b0 ^ mode;
    assign sum[55] = 1'b0 ^ mode;
    assign sum[56] = 1'b0 ^ mode;
    assign sum[57] = 1'b0 ^ mode;
    assign sum[58] = 1'b0 ^ mode;
    assign sum[59] = 1'b0 ^ mode;
    assign sum[60] = 1'b0 ^ mode;
    assign sum[61] = 1'b0 ^ mode;
    assign sum[62] = 1'b0 ^ mode;
    assign sum[63] = 1'b0 ^ mode;
always@(*)
begin
    overflow=c32^c31;
end
endmodule
==> flow/run.sh <==
#!/bin/bash
# OpenROAD 26Q1-2900-gdf79404cd8, Yosys 0.63+post, stock flow scripts
make -C /OpenROAD-flow-scripts/flow DESIGN_CONFIG=/design/flow/config.mk WORK_HOME=/design/flow/orfs finish
==> flow/config.mk <==
export PLATFORM = sky130hd
export DESIGN_NAME = AddSub
export DESIGN_NICKNAME = AddSub
export VERILOG_FILES = /design/flow/design.v
export SDC_FILE = /design/flow/constraint.sdc
export NUM_CORES = 4
export LEC_CHECK = 1
export CORE_AREA = 10 10 94 94
export DIE_AREA = 0 0 104 104
==> flow/constraint.sdc <==
current_design AddSub

set clk_period 40.7
set clk_io_pct 0.2

create_clock -name clk0 -period $clk_period

set non_clock_inputs [all_inputs -no_clocks]
set_input_delay [expr $clk_period * $clk_io_pct] -clock clk0 $non_clock_inputs
set_output_delay [expr $clk_period * $clk_io_pct] -clock clk0 [all_outputs]
==> metrics.csv <==
metric,value,unit
worst-endpoint-arrival,21.70,ns
wl_per_cell,12.3,um
routed_wl,4380,um
timing.setup.tns,0,ns
post_cts_resized,0,
result_of_the_run,finished clean,
worst-path-max-fanout,2,
synth-adder-area-share,36.1,%
wire_length_of_the_first_global_routing_pass,7020,um
setup.worst_path.start_class,primary input,
syn-cell-area,1720,um2
timing.critical_path.to_type,output port,
min_delay_path_depth,3,
hold_slack,17.09,ns
total_power_density_per_cell_area,17.7,nW/um2
yosys.area_share.xor_xnor,17.7,%
setup_viol,0,
grt_pass1_vias,1316,
top_level_ports,131,
timing.hold.worst_endpoint,sum[34],
ys_chip_area,1720,um2
hold_start,mode,
final_hold_viol_count,0,
clock_buffer_count,0,
layout_worst_path_cycle_share,73.3,%
timing.critical_path.mode_cell,sky130_fd_sc_hd__fa_1,
grt.total_usage,8.03,%
cellLeakagePower,1.17,nW
fillers,685,
setup.worst_path.class,primary input to output port,
synthesis.area_per_instance,8.73,um2
core_area,6830,um2
chipHeight,104,um
antenna_left,0,
grt_total_ovfl,0,
cp.required,32.56,ns
ys_sh_aoi,0,%
grt_setup_unrepaired,no,
max_cap_check_violation_count,0,
postCtsHoldBufs,0,
synth.mux.area_fraction,0.582,%
detail_route.iter0.violations,9,
drt_pass1_iterations,3,
antenna_violations_before_repair,1,
achievable_clock_frequency,33.5,MHz
most_numerous_logic_cell_after_layout,sky130_fd_sc_hd__clkdlybuf4s50_1,
final_cell_mix,"129 x sky130_fd_sc_hd__clkdlybuf4s50_1, 62 x sky130_fd_sc_hd__inv_1, 31 x sky130_fd_sc_hd__fa_1",
flop_area,0,um2
slowest_stage,sky130_fd_sc_hd__clkdlybuf4s50_1,
post_synth_num_cell_types,11,
synth_cells,197,
final_period_minus_worst_setup_slack,29.84,ns
stage_log_warnings,32,
fin_total_pwr,0.0000461,W
critPathMaxStageDelay,0.52,ns
synth-simple-area-share,0,%
ys_top_logic_family,buffers and inverters,
via_count,1206,
cts_post_setup_buffers_inserted,0,
gp_congestion,0.738,
yosysSeqAreaShare,0,%
design.seq.count,0,
critical_path_buf_inv_count,2,
ys_cells,197,
drive_above_1_share,1.92,%
synthToLayoutAreaGrowth,51.4,%
fp.dieArea,10800,um2
fp-row-count,30,
worstHoldPathType,primary input to output port,
die_width,104,um
floorplan.initialDensity,25.2,%
worst_ir_drop_vdd,6.15,uV
route.detailed.vias_per_inst,3.38,
final-max-slew-violation-count,0,
grt_max_degree,36,
yosys_warnings,3,
placement.io_buffers,130,
cp_top_family,adder cells,
drc_errors,0,
place.detailed.hpwl,4130,um
stage by stage:
| stage | cell area [um2] | worst slack, ns | utilization (%) | instances |
|---|---|---|---|---|
| floorplan | 1720 | 11.99 | - | 197 |
| global placement | 2600 | 10.79 | 38.1 | 356 |
| detailed placement | 2600 | 10.75 | 38.1 | 356 |
| CTS | 2600 | 10.72 | 38.1 | 356 |
| global route | 2600 | 10.32 | 38.1 | 356 |
| finish | 2610 | 10.86 | 38.1 | 357 |
layer usage:
layer	vias up	track usage (%)	wire (um)
li1	587	-	-
met1	540	9.69	1710
met2	79	12.3	1910
met3	0	5.64	761
met4	0	0	0
met5	-	0	0
worst max path at each step:
stage                     start       end  slack (ns)  depth (start not counted)
after CTS             inputB[0]  overflow       10.72                         35
after global routing  inputB[0]  overflow       10.32                         35
final                 inputB[0]  overflow       10.86                         35
kinds of logic (layout without fill, tap and decap cells):
family	after synthesis	after routing
muxes	1	1
other	1	2
buffers and inverters	131	194
adders and majority gates	31	31
xor gates and xnor gates	33	33
cells in the mapped netlist:
library cell	instances	area, um2
sky130_fd_sc_hd__buf_12	1	20.0
sky130_fd_sc_hd__buf_4	65	488
sky130_fd_sc_hd__buf_6	1	11.3
sky130_fd_sc_hd__buf_8	2	30.0
sky130_fd_sc_hd__conb_1	1	3.75
sky130_fd_sc_hd__fa_1	31	621
sky130_fd_sc_hd__inv_1	62	233
sky130_fd_sc_hd__mux2i_1	1	10.0
sky130_fd_sc_hd__xnor2_1	29	254
sky130_fd_sc_hd__xnor2_2	2	32.5
sky130_fd_sc_hd__xor2_1	2	17.5
layout make-up:
class	instances	area [um2]	share of cell area [%]
inverters	62	233	8.93
diodes	1	2.50	0.0961
multi-input cells	66	938	36.0
well taps	96	120	4.61
repair buffers	132	1310	50.3
power by group:
part | leakage [nW] | internal (W) | switching [W]
clock network | 0.00000634 | 0.00000000000328 | 0
logic | 1.17 | 0.0000321 | 0.0000140
registers | 0 | 0 | 0
total | 1.17 | 0.0000321 | 0.0000140
Power figures rest on the tool's default switching activity, not on a simulated workload.
